<file path="/design/flow/run.sh">
#!/bin/bash
# OpenROAD 26Q1-2900-gdf79404cd8, Yosys 0.63+post, stock flow scripts
make -C /OpenROAD-flow-scripts/flow DESIGN_CONFIG=/design/flow/config.mk WORK_HOME=/design/flow/orfs finish
</file>
<file path="/design/flow/design.v">
module jump_instructions (
    input wire clock,                   
    input wire reset,                   
    input wire jr_execute,              
    input wire jal_execute,             
    input wire [31:0] source_reg,       
    input wire [31:0] pc_current,       
    output reg [31:0] pc_next,          
    output reg [31:0] link_reg_value    
);
    always @(posedge clock or posedge reset) begin
        if (reset) begin
            pc_next <= 32'h0;
            link_reg_value <= 32'h0;
        end
        else begin
            if (jr_execute) begin
                pc_next <= source_reg;
            end
            else if (jal_execute) begin
                link_reg_value <= pc_current + 4;
                pc_next <= source_reg;
            end
        end
    end
endmodule
</file>
<file path="/design/flow/constraint.sdc">
current_design jump_instructions

set clk_period 1.2
set clk_io_pct 0.2

create_clock -name clk0 -period $clk_period [get_ports {clock}]

set non_clock_inputs [all_inputs -no_clocks]
set_input_delay [expr $clk_period * $clk_io_pct] -clock clk0 $non_clock_inputs
set_output_delay [expr $clk_period * $clk_io_pct] -clock clk0 [all_outputs]
</file>
<file path="/design/flow/config.mk">
export PLATFORM = sky130hd
export DESIGN_NAME = jump_instructions
export DESIGN_NICKNAME = jump_instructions
export VERILOG_FILES = /design/flow/design.v
export SDC_FILE = /design/flow/constraint.sdc
export NUM_CORES = 4
export LEC_CHECK = 1
export CORE_UTILIZATION = 40
</file>
==> flow_summary.toml <==
# yosys + openroad results
[outcome]
status = "finished clean"

[clock_tree]
numClockSinks = 64
cts-root-buf = "clkbuf_8"
cts_hold_buf = 0
numCtsBuffers = 9
htreeDepth = 3
cts.reportedPaths.clkPinSlew_ns = 0.07
clk-insertion-delay-late_ns = 0.34
clock_path_buffers = 2
cts_tree = "yes"

[synth]
numSynthFlops = 64
yosys.area.top_type = "dfrtp_1"
ys_cells = 270
synth_cells = 270
ff_type = "dfrtp_1"
edf_count = 0
yosys.area.top_type_share_pct = 54.2
synth_area_um2 = 2960
synth_area_per_cell_um2 = 10.9
async_reset_ff_share_pct = 100
yosysWarnings = 1
ys_seq_share_pct = 54.2
synth_cell_type_count = 29
yosys_area_um2 = 2960
topCellsByArea = "dfrtp_1, mux2_2, nand2_1"

[worst_hold_path]
hp-start = "pc_current[2]"
min_delay_path_depth = 2
hold_end = "link_reg_value[2]$_DFFE_PP0P_"
min_path_type = "in2reg"

[final_layout]
instances_no_fill = 578
lay_top_cells = "dfrtp_1, buf_4, clkdlybuf4s15_1, clkdlybuf4s50_1, mux2_2"
fill_cells = 498
final_common_cell = "dfrtp_1"
area_growth_pct = 77.7
drive_gt1_share_pct = 38.2

[placed_design]
place_inst = 530
port_buffers = 131
hpwl_um = 5670
place_congestion = 0.900

[routing]
insertedDiodeCount = 0
wl_per_cell_um = 15.3
ant_nets = 0
vias_per_cell = 5.05
num_vias = 2919
wirelength_um = 8820
drc = 0
drt-pass1-iter-count = 5
drt_iter0_markers = 94

[die]
fp-row-count = 30
coreArea_um2 = 6980
die_w_um = 88.0
fp-utilization_pct = 42.3
die_h_um = 88.0
die-area_um2 = 7740
ios = 132

[setup_path]
critPathCaptureType = "primary output"
arrival_ns = 0.96
crit_type = "reg2out"
crit_family = "flip-flops"
ff2ff_setup_slack_ns = 0.37
start_kind = "register"
worst-path-stages = 1
r2r_end = "link_reg_value[21]$_DFFE_PP0P_"
reg2regPathDepth = 3
critPathSlowestCell = "dfrtp_1"
required_ns = 0.96
path_buffers = 1
regToRegStartpoint = "link_reg_value[21]$_DFFE_PP0P_"
worstPathMaxFanout = 2
cp_cell_sequence = "clkdlybuf4s15_1"
max_stage_delay_ns = 0.41

[global_route]
grt.total_usage_pct = 21.9
grt_pass1_wl_um = 12700
antenna_found_initial = 0
grt_pass1_vias = 2688
grt_overflow_total = 0
grt_max_degree = 34

[job]
warnings = 28
max_cap_violations = 0

[power]
vdd_drop_max_uv = 704
total_power_mw = 5.58
power.density_nw_per_um2 = 1060
leakagePower_nw = 2.28

[sta]
hold_ws_ns = 0.104
setup_violations = 0
maxSlewHeadroom_pct = 80.1
worst_clock_skew_ns = 0
tightest_slew_ns = 0.297
drv_slew = 0
min_period_ns = 1.20
max_freq_mhz = 837
hold_viol = 0
rsz0062_at_grt = "yes"
finalCritPeriodShare_pct = 99.6
## power by group
| part | switching, mW | internal, mW | leakage (nW) |
|---|---|---|---|
| sequential | 0.118 | 2.39 | 0.750 |
| clock | 0.869 | 1.02 | 0.102 |
| combinational | 0.408 | 0.781 | 1.43 |
| total | 1.40 | 4.19 | 2.28 |
## cells in the mapped netlist (8+ instances only)
library cell  number
dfrtp_1           64
mux2_2            32
nand2_1           32
o21ai_0           23
nor2_1            16
a31oi_1           14
nand3_1           12
clkbuf_1          10
xor2_1             9
nand4_1            8
or3_1              8
## worst max-delay path by stage
stage,start,end,slack [ns]
5_1_grt,pc_current[11],link_reg_value[29]$_DFFE_PP0P_,-0.04
4_1_cts,link_reg_value[6]$_DFFE_PP0P_,link_reg_value[6],0.0005
6_report,pc_next[4]$_DFFE_PP0P_,pc_next[4],0.005
## state kept, by name, indices dropped and copies added, names as in the netlist
register	count
link_reg_value	32
pc_next	32
## cells by family after synthesis
kind of cell	count (synthesis)	synth area share (%)
buffers and inverters	16	2.71
and+or+nand+nor	100	18.0
DFF	64	54.2
AOI/OAI and AO/OA	43	8.38
xor gates and xnor gates	14	4.15
adders and majority gates	1	0.423
muxes	32	12.2
## stage by stage
step	setup TNS, ns	area (µm²)	utilization, %	setup WS [ns]
6_report	0	5250	75.2	0.00472
3_5_place_dp	-30.58	4770	68.4	-0.843
3_3_place_gp	-29.94	4770	68.4	-0.823
2_1_floorplan	-1.80	3010	-	-0.220
4_1_cts	0	5130	73.5	0.000486
5_1_grt	-0.141	5250	75.2	-0.0405
## area by class of cell
type,count,area [µm²],share of cell area [%]
timing repair buffer,209,1890,36.0
sequential,64,1600,30.5
multi-input combinational,192,1430,27.2
clock buffer,10,138,2.62
tap,96,120,2.29
clock inverter,6,68.8,1.31
inverter,1,7.51,0.143
## layer usage
| layer | GRT usage, % | routed length, µm | vias to the layer above | share of wire (%) |
|---|---|---|---|---|
| li1 | - | - | 1400 | - |
| met1 | 32.4 | 3830 | 1385 | 43 |
| met2 | 33.7 | 4160 | 126 | 47 |
| met3 | 7.35 | 754 | 8 | 8.6 |
| met4 | 3.13 | 81 | 0 | 0.92 |
| met5 | 0 | 0 | - | 0 |
## what timing repair did
item | 4_1_cts | 5_1_grt
pin swaps | 29 | 17
setup endpoints to repair | 90 | 65
buffers inserted | 16 | 10
resized | 202 | 65
cloned | 1 | 5
Power figures rest on the tool's default switching activity, not on a simulated workload.
