$ cat run.sh
#!/bin/bash
# OpenROAD 26Q1-2900-gdf79404cd8, Yosys 0.63+post, stock flow scripts
make -C /OpenROAD-flow-scripts/flow DESIGN_CONFIG=/design/flow/config.mk WORK_HOME=/design/flow/orfs finish
$ cat design.v
module MemoryDataRegister(
input [31:0]BusMuxOut, input [31:0]Mdatain,
input read,
input clr, input clk, input write,
output reg [31:0] MDRout
);
always @(posedge clk) begin
	if(clr) begin
		MDRout = 32'h0;
	end else if(write) begin
		if(read) begin
			MDRout <= Mdatain;
		end else begin
			MDRout <= BusMuxOut;
		end
	end
end
endmodule
$ cat config.mk
export PLATFORM = sky130hd
export DESIGN_NAME = MemoryDataRegister
export DESIGN_NICKNAME = MemoryDataRegister
export VERILOG_FILES = /design/flow/design.v
export SDC_FILE = /design/flow/constraint.sdc
export NUM_CORES = 4
export LEC_CHECK = 1
export CORE_UTILIZATION = 30
$ cat constraint.sdc
current_design MemoryDataRegister

set clk_period 1.0
set clk_io_pct 0.2

create_clock -name clk0 -period $clk_period [get_ports {clk}]

set non_clock_inputs [all_inputs -no_clocks]
set_input_delay [expr $clk_period * $clk_io_pct] -clock clk0 $non_clock_inputs
set_output_delay [expr $clk_period * $clk_io_pct] -clock clk0 [all_outputs]
==> metrics.csv <==
stage;metric;value;unit
worst_setup_path;highest cell delay on the worst timing path;320;ps
clocking;Sinks on Clock Net;32;
drt;via total after detailed routing;1386;
die;Boundary Pins;100;
layout;combinational cell area excluding buffers and inverters;681;um2
worst_setup_path;startpoint type of the worst setup path;register;
job;count of warning messages emitted by the tools;25;
die;Horiz. Die Dim;71.2;um
layout;Finished Core Util;0.579;
power;PD cells;1210;nW/um2
global_route;wire length of the first global-routing pass;5950;um
worst_setup_path;endpoint type of the worst setup path;primary output;
layout;signed area change from the synthesized netlist to the final layout;80.2;%
logic_synthesis;sequential share of the synthesized area;0.446;
timing;final tally of setup violations;0;
clocking;CTS H-tree lvls;2;
layout;Commonest Layout Cell;sky130_fd_sc_hd__clkdlybuf4s50_1;
die;effective utilization at floorplan;0.321;
worst_hold_path;type of the worst min-delay path;input pin to register;
die;count of standard-cell rows;24;
drt;Routed Antenna Nets;0;
layout;most frequently placed logic cells in the final layout;sky130_fd_sc_hd__clkdlybuf4s50_1 (65), sky130_fd_sc_hd__dfxtp_2 (32), sky130_fd_sc_hd__mux2i_1 (32), sky130_fd_sc_hd__nor2_1 (32), sky130_fd_sc_hd__a211oi_1 (32);
placement;area after detailed placement;2470;um2
global_route;number of antenna violations at the first check in global routing;0;
global_route;GRT overflow;0;
logic_synthesis;fraction of post-synthesis cell area in the top cell type by area;0.446;
worst_setup_path;CP bufs+invs;1;
power;total design power;3.14;mW
worst_setup_path;gate family responsible for the most delay along the worst path;flip-flops;
timing;final period demand of the worst path;968;ps
timing;Final Hold Violating Endpoints;0;
worst_setup_path;required time worst endpoint;800;ps
clocking;Reg clk slew, reported paths;60;ps
clocking;TritonCTS clock tree;yes;
die;Core Footprint;4470;um2
drt;Final Routed Wirelength;3580;um
timing;ratio of final minimum period to clock period;0.968;
timing;worst hold margin;370;ps
logic_synthesis;Seq cells post-synth;32;
drt;number of antenna repair diodes;0;
timing;maximum operating frequency;1030;MHz
logic_synthesis;Top area cell types;sky130_fd_sc_hd__dfxtp_1 (45%), sky130_fd_sc_hd__mux2i_1 (22%), sky130_fd_sc_hd__a211oi_1 (17%);
global_route;largest net degree at the start of global routing;33;
logic_synthesis;count of distinct cell types in the synthesized netlist;9;
layout;share of cells above drive strength 1;0.277;
clocking;Clk Tree Root Cell;sky130_fd_sc_hd__clkbuf_8;
global_route;vias in the first global route;1358;
die;Die Area;5070;um2
placement;sum of net half-perimeters after detailed placement;2650;um
layout;registers with the most flip-flops;MDRout x32;
drt;violation count after the first detailed-routing iteration;75;
logic_synthesis;YS chip area;1440;um2
timing;slew of the pin with the lowest slew margin;201;ps
layout;area of all placed cells without fillers;2590;um2
placement;I/O Buffers;99;
worst_setup_path;CP max stage cell;sky130_fd_sc_hd__dfxtp_2;
job;max-cap violations;0;
worst_setup_path;critical path type;register to primary output;
power;worst vdd ir;0.818;mV
logic_synthesis;Post-Synthesis Mean Instance Area;10.1;um2
placement;gpl congestion;0.739;
drt;per-cell via count in the routed design;4.60;
layout;register area;681;um2
layout;register ranked first by flip-flop count;MDRout;
timing;relative max-transition margin;0.862;
drt;Residual DRC;0;
clocking;cts bufs inserted;5;
logic_synthesis;number of standard cells reported by yosys;142;
logic_synthesis;Synth Instances;142;
logic_synthesis;cell area after synthesis;1440;um2
die;overall die height;71.2;um
layout;fillers;384;
timing;Fin Setup TNS;0;ps
drt;post-detailed-route wirelength per cell;11.9;um
global_route;all-layer global routing usage;0.147;
worst_setup_path;Cell Chain, Critical Path;clkdlybuf4s15_1;
drt;Pre-Repair DR Iteration Count;25;
logic_synthesis;most area-hungry cell type in the Yosys netlist;sky130_fd_sc_hd__dfxtp_1;
clocking;clock tree buffer depth;2;
timing;Max Slew Vio Count;0;
clocking;source-to-sink clock delay at the later pin of the worst-skew pair;270;ps
power;leakage power of the design;1.10;nW
layout;max reg flops;32;
logic_synthesis;Yosys Warn Count;1;
run_status;status;finished, final reports clean;
timing;skew final;0;ps
worst_setup_path;data arrival at the endpoint of the critical path;770;ps
worst_setup_path;critical path peak fanout;2;
==> layout make-up <==
type / count / share of cell area
Sequential cell: 32 / 0.263
Clock buffer: 8 / 0.0348
Multi-Input combinational cell: 96 / 0.263
Timing Repair Buffer: 113 / 0.414
Tap cell: 52 / 0.0251
==> cells in the mapped netlist <==
| cell type | number |
|---|---|
| sky130_fd_sc_hd__nor2_1 | 32 |
| sky130_fd_sc_hd__buf_12 | 3 |
| sky130_fd_sc_hd__mux2i_1 | 32 |
| sky130_fd_sc_hd__buf_2 | 3 |
| sky130_fd_sc_hd__buf_6 | 1 |
| sky130_fd_sc_hd__buf_4 | 1 |
| sky130_fd_sc_hd__a211oi_1 | 32 |
| sky130_fd_sc_hd__clkbuf_1 | 6 |
| sky130_fd_sc_hd__dfxtp_1 | 32 |
==> power by group <==
part	total [mW]	switching, mW	internal (mW)	leakage (nW)
Sequential	1.44	0.0466	1.39	0.275
Clock	0.991	0.431	0.560	0.0455
Combinational	0.707	0.217	0.490	0.782
==> layer usage <==
| metal | track usage | part of all wire |
|---|---|---|
| met1 | 0.199 | 0.46 |
| met2 | 0.236 | 0.43 |
| met3 | 0.0528 | 0.11 |
| met4 | 0.0244 | 0.0067 |
| met5 | 0 | 0 |
==> final timing paths <==
kind	from	endpoint	slack, ps	cells after the start
worst max-delay path	MDRout[7]	MDRout[7]	30	1
worst min-delay path	write	MDRout[2]	370	3
worst max register to register	MDRout[0]	MDRout[0]	230	3
worst min register to register	MDRout[13]	MDRout[13]	480	2
==> what timing repair did <==
action,4_1_cts,5_1_grt
resized,96,15
endpoints found under the setup margin,32,17
buffers inserted,5,4
hold buffers,0,0
==> stage by stage <==
stage / setup WS (ps) / std cells
after global placement: -93.1 / 284
after floorplan: 151 / 142
after global routing: -0.0239 / 301
final: 31.7 / 301
after CTS: 4.80 / 297
after detailed placement: -107 / 284
==> logic make-up (layout without fill, tap and decap cells) <==
group,after synthesis,in the layout,synth area share
AOI/OAI and AO/OA,32,32,0.167
buffers and inverters,14,121,0.0809
DFF,32,32,0.446
muxes,32,32,0.223
and+or+nand+nor,32,32,0.0836
Power figures rest on the tool's default switching activity, not on a simulated workload.
