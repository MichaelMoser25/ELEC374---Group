## run.sh

```bash
#!/bin/bash
# OpenROAD 26Q1-2900-gdf79404cd8, Yosys 0.63+post, stock flow scripts
make -C /OpenROAD-flow-scripts/flow DESIGN_CONFIG=/design/flow/config.mk WORK_HOME=/design/flow/orfs finish
```

## design.v

```verilog
module mips_mfhi_mflo (
    input wire clk,
    input wire reset,
    output wire [31:0] result_mfhi,
    output wire [31:0] result_mflo
);
    reg [31:0] registers [0:31];   
    reg [31:0] HI;                 
    reg [31:0] LO;                 
    reg [5:0] state;
    reg [5:0] next_state;
    localparam INIT = 6'd0;
    localparam FETCH = 6'd1;
    localparam DECODE = 6'd2;
    localparam MFHI_EXEC = 6'd3;
    localparam MFLO_EXEC = 6'd4;
    localparam WRITEBACK = 6'd5;
    reg [31:0] instruction;
    wire [5:0] opcode;
    wire [4:0] rs;
    wire [4:0] rt;
    wire [4:0] rd;
    wire [4:0] shamt;
    wire [5:0] funct;
    assign opcode = instruction[31:26];
    assign rs = instruction[25:21];
    assign rt = instruction[20:16];
    assign rd = instruction[15:11];
    assign shamt = instruction[10:6];
    assign funct = instruction[5:0];
    localparam R_TYPE = 6'b000000;
    localparam FUNCT_MFHI = 6'b010000;  
    localparam FUNCT_MFLO = 6'b010010;  
    assign result_mfhi = registers[3];  
    assign result_mflo = registers[2];  
    always @(posedge clk or posedge reset) begin
        if (reset) begin
            state <= INIT;
        end else begin
            state <= next_state;
        end
    end
    always @(*) begin
        case (state)
            INIT: begin
                next_state = FETCH;
            end
            FETCH: begin
                next_state = DECODE;
            end
            DECODE: begin
                if (opcode == R_TYPE) begin
                    if (funct == FUNCT_MFHI)
                        next_state = MFHI_EXEC;
                    else if (funct == FUNCT_MFLO)
                        next_state = MFLO_EXEC;
                    else
                        next_state = FETCH;
                end
                else begin
                    next_state = FETCH;
                end
            end
            MFHI_EXEC, MFLO_EXEC: begin
                next_state = WRITEBACK;
            end
            WRITEBACK: begin
                next_state = FETCH;
            end
            default: begin
                next_state = INIT;
            end
        endcase
    end
    always @(posedge clk) begin
        case (state)
            INIT: begin
                registers[0] <= 32'h00000000;  
                registers[2] <= 32'h00000000;  
                registers[3] <= 32'h00000000;  
                HI <= 32'h12345678;           
                LO <= 32'h87654321;           
                instruction <= 32'h00000000;
            end
            FETCH: begin
                if (instruction == 32'h00000000) 
                    instruction <= {R_TYPE, 15'b0, 5'd3, 5'b0, FUNCT_MFHI};  
                else
                    instruction <= {R_TYPE, 15'b0, 5'd2, 5'b0, FUNCT_MFLO};  
            end
            DECODE: begin
            end
            MFHI_EXEC: begin
                registers[3] <= HI;
            end
            MFLO_EXEC: begin
                registers[2] <= LO;
            end
            WRITEBACK: begin
            end
            default: begin
            end
        endcase
    end
endmodule
```

## config.mk

```make
export PLATFORM = sky130hd
export DESIGN_NAME = mips_mfhi_mflo
export DESIGN_NICKNAME = mips_mfhi_mflo
export VERILOG_FILES = /design/flow/design.v
export SDC_FILE = /design/flow/constraint.sdc
export NUM_CORES = 4
export LEC_CHECK = 1
export CORE_AREA = 10 10 76 76
export DIE_AREA = 0 0 86 86
```

## constraint.sdc

```tcl
current_design mips_mfhi_mflo

set clk_period 1.2
set clk_io_pct 0.2

create_clock -name clk0 -period $clk_period [get_ports {clk}]

set non_clock_inputs [all_inputs -no_clocks]
set_input_delay [expr $clk_period * $clk_io_pct] -clock clk0 $non_clock_inputs
set_output_delay [expr $clk_period * $clk_io_pct] -clock clk0 [all_outputs]
```

==> flow_metrics.env <==
# source this file to load flow results
export IMPL_grt_util_met1_pct=4.49
export IMPL_portBuffers=27
export IMPL_use_met3_pct=2.76
export IMPL_crit_path_start_kind="register"
export IMPL_cts_root_buffer="clkbuf_8"
export IMPL_vias=439
export IMPL_setup_viol=9
export IMPL_cts_tree="done"
export IMPL_h_tree_depth=1
export IMPL_first_pass_iters=3
export IMPL_switchingPower_mw=0.439
export IMPL_combPwrFrac_pct=42.6
export IMPL_drc=0
export IMPL_wirelength_um=1520
export IMPL_fp_row_count=23
export IMPL_crit_fanout=5
export IMPL_dp_hpwl_um=1210
export IMPL_netlist_area_sq_um=882
export IMPL_warning_count=27
export IMPL_switching_share_pct=24.0
export IMPL_die_x_um=86
export IMPL_grtUsageTotal_pct=3.64
export IMPL_critPathKind="register to primary output"
export IMPL_use_met2_pct=5.14
export IMPL_fin_skew_ns=0.00214
export IMPL_dpl_instance_area_sq_um=907
export IMPL_pwr_share_seq_pct=37.2
export IMPL_rsz0062_at_grt="true"
export IMPL_avgSynthCellArea_sq_um=9.91
export IMPL_die_area_sq_um=7400
export IMPL_gp_congestion=0.742
export IMPL_cts_made_buffers=3
export IMPL_worst_slack_ns=-0.0470
export IMPL_p_int_mw=1.39
export IMPL_final_core_util_pct=22.9
export IMPL_synth_cells=89
export IMPL_fmax_mhz=802
export IMPL_grt_pass1_wl_um=2280
export IMPL_worstHoldPathType="input port to async pin"
export IMPL_ys_types=14
export IMPL_finalHoldViolCount=0
export IMPL_numSynthFlops=12
export IMPL_via_per_inst=2.87
export IMPL_clkTransAtPathRegs_ns=0.05
export IMPL_drive_gt1_share_pct=39.8
export IMPL_synth_warnings=2
export IMPL_ys_chip_area_sq_um=882
export IMPL_postSynthSeqShare_pct=37.6
export IMPL_period_used_pct=104
export IMPL_wl_per_cell_um=9.94
export IMPL_fp_utilization_pct=21.4
export IMPL_grt_max_degree=8
export IMPL_io_pins=66
export IMPL_drtAntennaViolNets=0
export IMPL_power_leakage_nw=0.487
export IMPL_status="complete, but fails checks"
export IMPL_required_ns=0.96
export IMPL_diodes=0
export IMPL_regToRegSetupSlack_ns=0.11
export IMPL_core_area_sq_um=4120
export IMPL_ctsHoldBuffers=0
export IMPL_violations="negative setup slack"
export IMPL_clk_latency_ns=0.24
export IMPL_grt_overflow_total=0
export IMPL_antenna_found_initial=0
export IMPL_die_h_um=86
export IMPL_drt_iter0_drc=8
export IMPL_slew_violations=0
export IMPL_final_cell_area_sq_um=942
export IMPL_maxCapViolCount=0
export IMPL_clkPwrFrac_pct=20.2
export IMPL_finalSetupTns_ns=-0.254
export IMPL_ir_drop_v=0.000534
export IMPL_area_growth_pct=6.81
export IMPL_grt_busiest_layer="met2"
export IMPL_ys_cells=89
export IMPL_cp_arrival_ns=1.01
export IMPL_endpoint_kind="primary output"
export IMPL_clock_path_buffers=2
export IMPL_period_needed_ns=1.25
export IMPL_cts_num_sinks=12
export IMPL_cellPowerDensity_nw_per_um2=1940
export IMPL_grt_pass1_vias=483
export IMPL_num_fill_cells=446
## cells by family (layout without fill, tap and decap cells)
family	Yosys count	after routing	share of synthesized area, %
flops	12	12	37.6
compound gates	1	1	0.567
buf+inv	64	40	53.6
simple gates	11	11	7.80
other cells	1	39	0.425
## critical path, cell delays in order, from the launching register on
cell,delay (ns)
edfxtp_1,0.42
buf_6,0.15
buf_6,0.11
buf_6,0.10
## what timing repair did
item | CTS | global route
setup buffers | 5 | 0
gates cloned | 2 | 0
resized | 88 | 4
endpoints found under the setup margin | 26 | 26
## final timing paths
| check | cells after the start | startpoint | to |
|---|---|---|---|
| worst max-delay path | 3 | registers[2][26]$_DFFE_PP_ | result_mflo[21] |
| worst min-delay path | 2 | reset | state[3]$_DFF_PP0_ |
| worst max register to register | 2 | instruction[4]$_SDFFCE_PN0P_ | instruction[1]$_SDFFCE_PN0P_ |
| worst min register to register | 0 | state[3]$_DFF_PP0_ | state[2]$_DFF_PP0_ |
| max in group asynchronous | 2 | reset | state[0]$_DFF_PP1_ |
| min in group clk0 | 0 | state[3]$_DFF_PP0_ | state[2]$_DFF_PP0_ |
## per-stage QoR
stage | std cells | power, mW | hold WS, ns | setup slack [ns]
floorplan | 127 | 1.25 | 0.0302 | 0.190
global placement | 144 | 1.51 | 0.433 | 0.0124
detailed placement | 144 | 1.51 | 0.440 | 0.00623
CTS | 155 | 1.93 | 0.227 | -0.0666
global route | 153 | 2.00 | 0.250 | -0.0750
finish | 153 | 1.83 | 0.216 | -0.0470
## layer usage
layer	up-vias	part of all wire [%]	wire length, um
li1	203	-	-
met3	0	16	243
met4	0	0	0
met5	-	0	0
met1	192	45	678
met2	44	39	599
## state kept, by name, summed over array words and instances (netlist names)
register     cells
state            6
instruction      4
registers        2
## layout make-up
cell class / count / area [sq um] / share of cell area [%]
timing repair buffer: 34 / 275 / 29.2
sequential: 12 / 332 / 35.2
inverter: 2 / 7.51 / 0.797
clock buffer: 4 / 45.0 / 4.78
tap: 50 / 62.6 / 6.64
multi-input combinational: 51 / 220 / 23.4
## cell usage after synthesis
library cell,count,area [sq um]
nor2b_1,1,6.26
nor2_1,2,7.51
nand2_1,1,3.75
conb_1,1,3.75
nor4_2,1,12.5
and2_1,1,6.26
inv_1,2,7.51
edfxtp_1,6,180
o21ai_0,1,5.00
or2_2,4,25.0
dfstp_2,1,26.3
and3_2,1,7.51
buf_4,62,465
dfrtp_1,5,125
## layout by cell type (no fill, tap or decap), types with 2 or more instances in the layout
| cell type | n |
|---|---|
| conb_1 | 39 |
| clkbuf_8 | 3 |
| buf_6 | 14 |
| dfrtp_1 | 5 |
| nor2_1 | 2 |
| clkbuf_2 | 3 |
| inv_1 | 2 |
| buf_2 | 13 |
| clkdlybuf4s15_1 | 2 |
| or2_2 | 4 |
| edfxtp_1 | 6 |
## power by group through the flow
stage | combinational, mW | sequential, mW | clock, mW
6_report | 0.781 | 0.681 | 0.370
4_1_cts | 0.870 | 0.680 | 0.379
5_1_grt | 0.899 | 0.699 | 0.400
Power and IR drop assume default switching activity.
